### ./design.v
module decode_unit (
    input  wire [31:0] instruction_in,
    input  wire        id_flush,         
    output wire [6:0]  opcode,
    output wire [2:0]  func3,
    output wire [6:0]  func7,
    output wire [4:0]  rd,
    output wire [4:0]  rs1,
    output wire [4:0]  rs2,
    output reg  [31:0] imm_out
);
    wire [31:0] instr = id_flush ? 32'h00000000 : instruction_in;
    assign opcode = instr[6:0];
    assign rd     = instr[11:7];
    assign func3  = instr[14:12];
    assign rs1    = instr[19:15];
    assign rs2    = instr[24:20];
    assign func7  = instr[31:25];
    always @(*) begin
        case (opcode)
            7'b0010011, 7'b0000011, 7'b1100111: begin
                imm_out = {{20{instr[31]}}, instr[31:20]};
            end
            7'b0100011: begin
                imm_out = {{20{instr[31]}}, instr[31:25], instr[11:7]};
            end
            7'b1100011: begin
                imm_out = {{19{instr[31]}}, instr[31], instr[7], instr[30:25], instr[11:8], 1'b0};
            end
            7'b1101111: begin
                imm_out = {{11{instr[31]}}, instr[31], instr[19:12], instr[20], instr[30:21], 1'b0};
            end
            7'b0110111, 7'b0010111: begin
                imm_out = {instr[31:12], 12'b0};
            end
            default: begin
                imm_out = 32'h00000000;
            end
        endcase
    end
endmodule
module control_unit(
    input wire [6:0] opcode,
    input wire [2:0] func3,
    input wire [6:0] func7,
    output reg ex_alu_src,
    output reg mem_write,
    output reg mem_read,
    output reg [2:0] mem_load_type,
    output reg [1:0] mem_store_type,
    output reg wb_reg_file,
    output reg memtoreg,
    output reg branch,
    output reg jal,
    output reg jalr,
    output reg auipc,
    output reg lui,
    output reg [3:0] alu_ctrl
);
    always @(*) begin
        ex_alu_src = 1'b0; mem_write = 1'b0; mem_read = 1'b0; mem_load_type = 3'b010; mem_store_type = 2'b10;
        wb_reg_file = 1'b0; memtoreg = 1'b0; branch = 1'b0; jal = 1'b0; jalr = 1'b0; auipc = 1'b0; lui = 1'b0;
        alu_ctrl = 4'b0000;  
        case (opcode)
            7'b0110011: begin  
                wb_reg_file = 1'b1;
                case (func3)
                    3'b000: alu_ctrl = func7[5] ? 4'b0001 : 4'b0000;  
                    3'b111: alu_ctrl = 4'b0010;  
                    3'b110: alu_ctrl = 4'b0011;  
                    3'b100: alu_ctrl = 4'b0100;  
                    3'b001: alu_ctrl = 4'b0101;  
                    3'b101: alu_ctrl = func7[5] ? 4'b0111 : 4'b0110;  
                    3'b010: alu_ctrl = 4'b1000;  
                    3'b011: alu_ctrl = 4'b1001;  
                    default: alu_ctrl = 4'b0000;
                endcase
            end
            7'b0010011: begin  
                ex_alu_src = 1'b1; wb_reg_file = 1'b1;
                case (func3)
                    3'b000: alu_ctrl = 4'b0000;  
                    3'b111: alu_ctrl = 4'b0010;  
                    3'b110: alu_ctrl = 4'b0011;  
                    3'b100: alu_ctrl = 4'b0100;  
                    3'b001: alu_ctrl = 4'b0101;  
                    3'b101: alu_ctrl = func7[5] ? 4'b0111 : 4'b0110;  
                    3'b010: alu_ctrl = 4'b1000;  
                    3'b011: alu_ctrl = 4'b1001;  
                    default: alu_ctrl = 4'b0000;
                endcase
            end
            7'b0000011: begin  
                ex_alu_src = 1'b1; mem_read = 1'b1; wb_reg_file = 1'b1; memtoreg = 1'b1;
                case (func3)
                    3'b000: mem_load_type = 3'b000;  
                    3'b001: mem_load_type = 3'b001;  
                    3'b010: mem_load_type = 3'b010;  
                    3'b100: mem_load_type = 3'b011;  
                    3'b101: mem_load_type = 3'b100;  
                    default: mem_load_type = 3'b010;
                endcase
            end
            7'b0100011: begin  
                ex_alu_src = 1'b1; mem_write = 1'b1;
                case (func3)
                    3'b000: mem_store_type = 2'b00;  
                    3'b001: mem_store_type = 2'b01;  
                    3'b010: mem_store_type = 2'b10;  
                    default: mem_store_type = 2'b10;
                endcase
            end
            7'b1100011: begin  
                branch = 1'b1; alu_ctrl = 4'b0001;  
            end
            7'b1101111: begin  
                jal = 1'b1; wb_reg_file = 1'b1;
            end
            7'b1100111: begin  
                jalr = 1'b1; ex_alu_src = 1'b1; wb_reg_file = 1'b1;
            end
            7'b0110111: begin  
                wb_reg_file = 1'b1; alu_ctrl = 4'b1010;
            end
            7'b0010111: begin  
                wb_reg_file = 1'b1; alu_ctrl = 4'b1011;
            end
            default: begin end
        endcase
    end
endmodule
module top_decode (
    input  wire        clk,
    input  wire        rst,
    input  wire [31:0] instruction_in,
    input  wire        id_flush,
    input  wire        wb_wr_en,
    input  wire [4:0]  wb_wr_addr,
    input  wire [31:0] wb_wr_data,
    output wire [6:0]  opcode,
    output wire [2:0]  func3,
    output wire [6:0]  func7,
    output wire [4:0]  rd,
    output wire [4:0]  rs1,
    output wire [4:0]  rs2,
    output wire [31:0] imm_out,
    output wire [31:0] rs1_data,
    output wire [31:0] rs2_data,
    output wire        ex_alu_src,
    output wire        mem_write,
    output wire        mem_read,
    output wire [2:0]  mem_load_type,
    output wire [1:0]  mem_store_type,
    output wire        wb_reg_file,
    output wire        memtoreg,
    output wire        branch,
    output wire        jal,
    output wire        jalr,
    output wire        auipc,
    output wire        lui,
    output wire [3:0]  alu_ctrl
);
    wire [6:0] opcode_w; wire [2:0] func3_w; wire [6:0] func7_w;
    wire [4:0] rd_w; wire [4:0] rs1_w; wire [4:0] rs2_w; wire [31:0] imm_w;
    wire ex_alu_src_w; wire mem_write_w; wire mem_read_w; wire [2:0] mem_load_type_w; wire [1:0] mem_store_type_w;
    wire wb_reg_file_w; wire memtoreg_w; wire branch_w; wire jal_w; wire jalr_w; wire auipc_w; wire lui_w; wire [3:0] alu_ctrl_w;
    decode_unit u_decode_unit (
        .instruction_in(instruction_in),
        .id_flush(id_flush),
        .opcode(opcode_w),
        .func3(func3_w),
        .func7(func7_w),
        .rd(rd_w),
        .rs1(rs1_w),
        .rs2(rs2_w),
        .imm_out(imm_w)
    );
    control_unit u_ctrl (
        .opcode(opcode_w), .func3(func3_w), .func7(func7_w),
        .ex_alu_src(ex_alu_src_w), .mem_write(mem_write_w), .mem_read(mem_read_w),
        .mem_load_type(mem_load_type_w), .mem_store_type(mem_store_type_w),
        .wb_reg_file(wb_reg_file_w), .memtoreg(memtoreg_w),
        .branch(branch_w), .jal(jal_w), .jalr(jalr_w), .auipc(auipc_w), .lui(lui_w),
        .alu_ctrl(alu_ctrl_w)
    );
    register_file u_regfile (
        .clk(clk),
        .wr_en(wb_wr_en), .wr_addr(wb_wr_addr), .wr_data(wb_wr_data),
        .rs1_addr(rs1_w), .rs2_addr(rs2_w),
        .rs1_data(rs1_data), .rs2_data(rs2_data)
    );
    assign opcode = opcode_w;
    assign func3 = func3_w;
    assign func7 = func7_w;
    assign rd = rd_w;
    assign rs1 = rs1_w;
    assign rs2 = rs2_w;
    assign imm_out = imm_w;
    assign ex_alu_src = ex_alu_src_w;
    assign mem_write = mem_write_w;
    assign mem_read = mem_read_w;
    assign mem_load_type = mem_load_type_w;
    assign mem_store_type = mem_store_type_w;
    assign wb_reg_file = wb_reg_file_w;
    assign memtoreg = memtoreg_w;
    assign branch = branch_w;
    assign jal = jal_w;
    assign jalr = jalr_w;
    assign auipc = auipc_w;
    assign lui = lui_w;
    assign alu_ctrl = alu_ctrl_w;
endmodule
module register_file (
    input  wire        clk,
    input  wire        wr_en,
    input  wire [4:0]  wr_addr,
    input  wire [31:0] wr_data,
    input  wire [4:0]  rs1_addr,
    input  wire [4:0]  rs2_addr,
    output wire [31:0] rs1_data,
    output wire [31:0] rs2_data
);
    reg [31:0] reg_file [0:31];
    initial begin
        $readmemh("reg_mem.hex", reg_file);
    end
    wire [31:0] rs1_comb = reg_file[rs1_addr];
    wire [31:0] rs2_comb = reg_file[rs2_addr];
    assign rs1_data = (rs1_addr == 5'd0) ? 32'h0 :
                      ((wr_en && (wr_addr == rs1_addr)) ? wr_data : rs1_comb);
    assign rs2_data = (rs2_addr == 5'd0) ? 32'h0 :
                      ((wr_en && (wr_addr == rs2_addr)) ? wr_data : rs2_comb);
    always @(posedge clk) begin
        if (wr_en && (wr_addr != 5'd0)) begin
            reg_file[wr_addr] <= wr_data;
        end
    end
endmodule
### ./run.sh
#!/bin/bash
# OpenROAD 26Q1-2900-gdf79404cd8, Yosys 0.63+post, stock flow scripts
make -C /OpenROAD-flow-scripts/flow DESIGN_CONFIG=/design/flow/config.mk WORK_HOME=/design/flow/orfs finish
### ./config.mk
export PLATFORM = sky130hd
export DESIGN_NAME = top_decode
export DESIGN_NICKNAME = top_decode
export VERILOG_FILES = /design/flow/design.v
export SDC_FILE = /design/flow/constraint.sdc
export NUM_CORES = 4
export LEC_CHECK = 1
export CORE_UTILIZATION = 30
export SYNTH_HDL_FRONTEND = slang
### ./constraint.sdc
current_design top_decode

set clk_period 47.4
set clk_io_pct 0.2

create_clock -name clk0 -period $clk_period [get_ports {clk}]

set non_clock_inputs [all_inputs -no_clocks]
set_input_delay [expr $clk_period * $clk_io_pct] -clock clk0 $non_clock_inputs
set_output_delay [expr $clk_period * $clk_io_pct] -clock clk0 [all_outputs]
==> results.rst <==
Synthesis and place-and-route
=============================

.. list-table::
   :header-rows: 1

   * - Metric
     - Value
   * - Largest registers in the final layout
     - u_regfile.reg_file (1024)
   * - Clock tree root driver cell
     - sky130_fd_sc_hd__clkbuf_16
   * - Vias after detailed routing
     - 38100
   * - CP cell instances
     - buf_8 > buf_4 > buf_4 > buf_4 > a211oi_1 > a311o_1 > a211oi_1 > a311oi_1 > nor2_1 > clkdlybuf4s50_1
   * - Most used cell along the critical path
     - sky130_fd_sc_hd__buf_4
   * - Leakage power figure
     - 19.2 nW
   * - Post-CTS Hold Fix Bufs
     - 0
   * - Maximum number of pins on one net before global-route repair
     - 75
   * - Aggregate global routing overflow
     - 0
   * - Dominant register cell in the synthesized netlist
     - sky130_fd_sc_hd__edfxtp_1
   * - Share of flip-flops with an asynchronous set or reset
     - 0
   * - Critical path startpoint category
     - input port
   * - Final TNS setup
     - 0 ps
   * - RSZ-0062 raised after global routing
     - false
   * - Floorplan utilization
     - 0.303
   * - Post-cts gate resize count
     - 0
   * - Iteration tally of the first detailed-router pass
     - 6
   * - Maximum buffer depth of the clock tree
     - 3
   * - Post-route ant nets
     - 0
   * - Area inside the core boundary
     - 168000 sq um
   * - Chip height
     - ~410 microns
   * - Yosys Instances
     - 3760
   * - Slew at the pin closest to its max-slew limit
     - 1080 ps
   * - Critical path class
     - in2out
   * - Slowest-stage cell, CP
     - sky130_fd_sc_hd__buf_4
   * - Total cell area reported by yosys after synthesis
     - 50800 sq um
   * - Fraction of layout cells with a size suffix above 1
     - 0.160
   * - Max_cap viols
     - 0
   * - Site row count
     - 150
   * - Post-detail-place hpwl
     - 122 mm
   * - FMAX
     - 0.0423 GHz
   * - Starting DRT DRC Count
     - 3318
   * - Buffer count from post-CTS setup fixing
     - 0
   * - Vias in the first global route
     - roughly 40000
   * - Most flops, register
     - u_regfile.reg_file
   * - Routed vias/inst
     - 6.07
   * - Nature of the critical path endpoint
     - output pin
   * - Seq share, synth
     - 0.605
   * - Relative area change from synthesis to final layout
     - 16.7%
   * - Avg Inst Size Synth
     - 13.5 sq um
   * - Count of port buffers added during placement
     - 216
   * - Cell area reported after detailed placement
     - between 50000 and 60000 sq um
   * - Average detailed-routed wire length per instance
     - 33.1 microns
   * - Final number of hold-violating endpoints
     - 0
   * - Wire length reported by the detailed router
     - about 210 mm
   * - Total of warnings raised by yosys
     - 0
   * - Data arrival, critical path
     - 14180 ps
   * - IR drop worst, VDD
     - between 20 and 30 uV
   * - CTS clk-pin slew, worst paths
     - 60 ps
   * - Run status
     - completed
   * - Minimum period implied by the final worst setup slack
     - approximately 24000 ps
   * - Routability Congestion
     - 0.942
   * - Area share of the largest cell type after synthesis
     - 0.605
   * - Number of clock sinks seen by CTS
     - 1024
   * - Number of design rule violations left after detail routing
     - 0
   * - Cell taking the most area after synthesis
     - sky130_fd_sc_hd__edfxtp_1
   * - Die area
     - 171000 sq um
   * - DP Worst Slack
     - 23790 ps
   * - Classification of the worst-slack hold path
     - in2reg
   * - Power density cells
     - approximately 36 nW/um^2
   * - Largest stage delay on the critical path
     - 680 ps
   * - Initial antenna violation count
     - 10
   * - Final setup slack of the worst path
     - between 20000 and 25000 ps
   * - Number of buffers inserted during clock tree synthesis
     - 111
   * - Die width
     - 413 microns
   * - First-pass GRT wire length
     - roughly 290 mm
   * - Count of pins on the block boundary
     - 220
   * - Unique cell types
     - around 86
   * - Final Max Slew Viols
     - 0
   * - Flip-flop and latch count after synthesis
     - 1024
   * - Final std cell area, no fill
     - around 59000 sq um
   * - TritonCTS clock tree
     - done
   * - Flip-flop count of the largest register, all copies and words added
     - 1024
   * - Post-synth tally of flip-flops with integrated enable
     - 1024
   * - Overall Global Routing Usage
     - 0.254
   * - Cell area after synthesis
     - 50800 sq um
   * - H-tree depth
     - 3
   * - Number of standard cells after synthesis
     - 3760
   * - Worst slew margin
     - 0.262
   * - Critical Path Fanout Max
     - ~64
   * - Required time of the worst setup path
     - 37920 ps
   * - Total tool warning count
     - 27
   * - Period utilisation layout
     - 0.499
   * - Final setup viols
     - 0
   * - Top cells by area in the synthesized netlist
     - sky130_fd_sc_hd__edfxtp_1, sky130_fd_sc_hd__mux2i_1, sky130_fd_sc_hd__mux4_2
==> stage by stage <==
step           instances  utilization  hold WS [ps]  total power [W]
2_1_floorplan       3793            -          9580          0.00116
3_3_place_gp        6063        0.333         10330          0.00127
3_5_place_dp        6063        0.333         10330          0.00127
4_1_cts             6265        0.354          9590          0.00211
5_1_grt             6267        0.354          9620          0.00216
6_report            6270        0.354          9610          0.00211
==> final cells by class <==
class / instances / area (sq um)
Fill cell: 15700 / 108000
Sequential cell: 1024 / 30700
Multi-Input combinational cell: 2395 / 18600
Inverter: 35 / 144
Tap cell: 2204 / 2760
Antenna cell: 5 / 12.5
Timing Repair Buffer: 405 / 3600
Clock inverter: 57 / 538
Clock buffer: 145 / 2950
==> where the power goes <==
group	leakage [nW]	total (W)	internal (W)	switching, W
combinational	8.29	0.000245	0.0000837	0.000161
clock	1.70	0.000846	0.000485	0.000361
sequential	9.25	0.00102	0.00101	0.00000576
==> per-layer routing <==
layer	vias up	wire [microns]	track usage	part of all wire
met5	-	897	0.0401	0.0043
met4	33	13600	0.129	0.065
met3	758	41300	0.219	0.20
met2	3347	87700	0.353	0.42
met1	18300	64000	0.261	0.31
li1	15600	-	-	-
==> critical path: cells and delay by family <==
kind	cells	cell delay [ps]
buf+inv	5	3010
compound gates	4	990
simple gates	1	540
==> worst paths after layout <==
check / cells past startpoint / from / slack, ps / to
max: 10 / instruction_in[20] / 23740 / rs2_data[9]
min: 2 / wb_wr_data[1] / 9610 / u_regfile.reg_file[12][1]
==> cells by family (layout without fill, tap and decap cells) <==
kind of cell,count (synthesis),in the layout,synth area share
AND-OR/OR-AND,1109,1109,0.152
flip-flops,1024,1024,0.605
AND/OR/NAND/NOR,724,724,0.0653
multiplexers,523,523,0.137
buffers and inverters,374,642,0.0384
XOR/XNOR,5,5,0.000862
other,1,39,0.0000738
==> Yosys cell counts, types with 8 or more instances <==
library cell	count
sky130_fd_sc_hd__mux2i_1	331
sky130_fd_sc_hd__buf_1	12
sky130_fd_sc_hd__o221ai_1	44
sky130_fd_sc_hd__o22ai_1	98
sky130_fd_sc_hd__a222oi_1	15
sky130_fd_sc_hd__a311oi_1	35
sky130_fd_sc_hd__a21oi_1	177
sky130_fd_sc_hd__a22oi_1	42
sky130_fd_sc_hd__inv_1	27
sky130_fd_sc_hd__or2_2	18
sky130_fd_sc_hd__o2111ai_1	9
sky130_fd_sc_hd__nor2b_1	46
sky130_fd_sc_hd__o22a_1	20
sky130_fd_sc_hd__nand2b_1	26
sky130_fd_sc_hd__and2_1	8
sky130_fd_sc_hd__a31oi_1	48
sky130_fd_sc_hd__clkbuf_1	122
sky130_fd_sc_hd__nand2_1	342
sky130_fd_sc_hd__nor2_1	137
sky130_fd_sc_hd__mux2_2	58
sky130_fd_sc_hd__o21ai_0	236
sky130_fd_sc_hd__buf_4	65
sky130_fd_sc_hd__a22o_1	38
sky130_fd_sc_hd__nor4_1	10
sky130_fd_sc_hd__nor3_1	23
sky130_fd_sc_hd__a2111oi_0	26
sky130_fd_sc_hd__a221oi_1	106
sky130_fd_sc_hd__a211o_1	15
sky130_fd_sc_hd__buf_2	119
sky130_fd_sc_hd__or2_0	13
sky130_fd_sc_hd__edfxtp_1	1024
sky130_fd_sc_hd__o211ai_1	34
sky130_fd_sc_hd__a221o_1	13
sky130_fd_sc_hd__buf_6	20
sky130_fd_sc_hd__a211oi_1	65
sky130_fd_sc_hd__nand3_1	53
sky130_fd_sc_hd__o221a_2	19
sky130_fd_sc_hd__nand3b_1	11
sky130_fd_sc_hd__mux4_2	134
==> placed cells by master (no fill, tap or decap), types with 35 or more instances in the layout <==
cell type / n
sky130_fd_sc_hd__a311oi_1: 35
sky130_fd_sc_hd__a22oi_1: 42
sky130_fd_sc_hd__mux2_2: 58
sky130_fd_sc_hd__nor2b_1: 46
sky130_fd_sc_hd__nand2_1: 341
sky130_fd_sc_hd__a31oi_1: 47
sky130_fd_sc_hd__o21ai_0: 234
sky130_fd_sc_hd__nor2_1: 104
sky130_fd_sc_hd__mux2i_1: 331
sky130_fd_sc_hd__o22ai_1: 98
sky130_fd_sc_hd__o221ai_1: 44
sky130_fd_sc_hd__a211oi_1: 65
sky130_fd_sc_hd__mux4_2: 134
sky130_fd_sc_hd__a21oi_1: 177
sky130_fd_sc_hd__a22o_1: 38
sky130_fd_sc_hd__edfxtp_1: 1024
sky130_fd_sc_hd__clkbuf_16: 113
sky130_fd_sc_hd__a221oi_1: 106
sky130_fd_sc_hd__clkdlybuf4s50_1: 209
sky130_fd_sc_hd__buf_4: 191
sky130_fd_sc_hd__nand3_1: 53
Power figures rest on the tool's default switching activity, not on a simulated workload.
